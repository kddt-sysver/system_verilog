==> design/flow/config.mk <==
export PLATFORM = sky130hd
export DESIGN_NAME = counter_v3
export DESIGN_NICKNAME = counter_v3
export VERILOG_FILES = /design/flow/design.v
export SDC_FILE = /design/flow/constraint.sdc
export NUM_CORES = 4
export LEC_CHECK = 1
export CORE_AREA = 10 10 70 70
export DIE_AREA = 0 0 80 80
==> design/flow/constraint.sdc <==
current_design counter_v3

set clk_period 1.3
set clk_io_pct 0.2

create_clock -name clk0 -period $clk_period [get_ports {clk}]

set non_clock_inputs [all_inputs -no_clocks]
set_input_delay [expr $clk_period * $clk_io_pct] -clock clk0 $non_clock_inputs
set_output_delay [expr $clk_period * $clk_io_pct] -clock clk0 [all_outputs]
==> design/flow/design.v <==
`timescale 1ns / 1ps
module counter_v3 #(
    parameter int PULSE_CYCLES = 32   
)(
    input  logic clk,
    input  logic rstn,
    input  logic en,                 
    output logic out_pulse           
);
    localparam int CNT_WIDTH = $clog2(PULSE_CYCLES);
    logic [CNT_WIDTH-1:0] cnt;
    logic counting;
    always_ff @(posedge clk or negedge rstn) begin
        if (!rstn) begin
            cnt      <= 0;
            counting <= 0;
        end else begin
            if (en && !counting) begin
                counting <= 1;
                cnt      <= 0;
            end else if (counting) begin
                if (cnt == PULSE_CYCLES - 1) begin
                    counting <= 0;
                    cnt      <= 0;
                end else begin
                    cnt <= cnt + 1;
                end
            end
        end
    end
    assign out_pulse = counting;
endmodule
==> design/flow/run.sh <==
#!/bin/bash
# OpenROAD 26Q1-2900-gdf79404cd8, Yosys 0.63+post, stock flow scripts
make -C /OpenROAD-flow-scripts/flow DESIGN_CONFIG=/design/flow/config.mk WORK_HOME=/design/flow/orfs finish
==> impl_metrics.toml <==
# implementation run metrics
[clock_network]
clock_insertion_delay_worst_skew_ns = 0.24
clk_transition_reported_paths_ns = 0.04
clock_tree.root_cell = "sky130_fd_sc_hd__clkbuf_4"
cts-htree-levels = 1
tritoncts = "done"
cts-buffers-inserted = 3
cts_hold_repair.buffers = 0
clock_path_buffers = 2
cts.sinks = 6

[drt]
detail-route-antenna-nets = 0
drt-initial-drc-count = 19
routedWlPerCell_um = 7.14
drt_drc_violations_left = 0
route.final.wire_length_um = 621
n_antenna_cell = 0
num_vias = 249
via_per_inst = 2.86
drtPass1Iterations = 4

[grt]
grt_start_max_net_pins = 10
globalRoute.totalOverflow = 0
grt_antenna_before_repair = 0
global_route_wire_length_before_repair_um = 1170
global_route_usage_over_all_layers_pct = 2.28
first_global_vias = 259

[floorplan]
chip_area_sq_um = 6400
die-height_um = 80
core_area_sq_um = 3420
num_io_pins = 4
die_width_um = 80
floorplanUtilization_pct = 9.52
row_count = 21

[cells_and_area]
final.fill_count = 397
layout_top_cells = "sky130_fd_sc_hd__dfrtp_1, sky130_fd_sc_hd__buf_4, sky130_fd_sc_hd__o21ai_0, sky130_fd_sc_hd__clkbuf_4"
final_core_util_pct = 14.6
fin_area_sq_um = 498
areaGrowthSynthToFinish_pct = 53.1
final_layout_size_suffix_gt1_share_pct = 46.3

[critical_path]
critical_path_class = "reg2reg"
crit_chain = "ha_2, and3_4, ha_4, nand2b_4, nor2_2, a221o_1"
timing.critical_path.required_ns = 1.42
setup.worst_path.end_class = "flip-flop"
critical-path-slowest-cell = "sky130_fd_sc_hd__dfrtp_1"
cp_data_arrival_time_ns = 1.50
crit_path_max_fanout = 3
cp_slowest_stage_delay_ns = 0.34
worst_setup_path_start_kind = "flip-flop"

[pwr]
powerDensity_nw_per_um2 = 1710
worst_case_vdd_ir_drop_v = 0.000357
leakagePower_nw = 0.203

[status]
violations_in_the_final_reports = "negative setup slack"
outcome = "finished, violations left"

[timing]
fmax_mhz = 727
rsz0062_at_grt = "true"
hold_viol_final = 0
timing.final.setup_violations = 1
slew_violations = 0
worst_clock_skew_ns = 0.00133
final_worst_path_cycle_share_pct = 106
fin_worst_hold_slack_ns = 0.264
timing.max_slew.rel_slack_pct = 81.5
period_minus_slack_ns = 1.37
tightestPinTransition_ns = 0.277
fin_ws_ns = -0.0750

[logic_synthesis]
synth_area_per_cell_sq_um = 10.8
netlist-cell-type-count = 17
combined_area_of_all_synthesized_cells_sq_um = 325
ys_area_sq_um = 325
yosys_warnings = 1
synth_flops = 6
top_cell_area_share_pct = 46.2
cell_count_listed_in_synth_stat_txt = 30
synthesis.instances = 30
synth.largest_area_cell = "sky130_fd_sc_hd__dfrtp_1"
seq_area_frac_synth_pct = 46.2
synthTopCellsByArea = "sky130_fd_sc_hd__dfrtp_1, sky130_fd_sc_hd__ha_1, sky130_fd_sc_hd__a22o_2"

[placement]
placed_area_sq_um = 459
buffer_ports.inserted = 3
dp_hpwl_um = 466
globalplace.congestion = 0.809

[worst_hold_path]
hold_path.class = "in2async"

[run]
cap_violations = 0
tool_warnings = 29
## metal layers
layer	up-vias	wire [um]	GRT usage (%)
met3	2	42	1.14
met2	8	247	2.89
li1	129	-	-
met4	0	19	0.704
met5	-	0	0
met1	110	310	3.23
## Yosys cell counts
cell type,instances
sky130_fd_sc_hd__inv_1,2
sky130_fd_sc_hd__nor3_1,1
sky130_fd_sc_hd__nand2_1,1
sky130_fd_sc_hd__buf_6,1
sky130_fd_sc_hd__nor2_1,2
sky130_fd_sc_hd__nand3_1,1
sky130_fd_sc_hd__nand2b_1,1
sky130_fd_sc_hd__a221o_1,1
sky130_fd_sc_hd__nor2_2,1
sky130_fd_sc_hd__and3_1,1
sky130_fd_sc_hd__o21ai_0,4
sky130_fd_sc_hd__nand2b_4,1
sky130_fd_sc_hd__nand3b_1,1
sky130_fd_sc_hd__nor3b_1,1
sky130_fd_sc_hd__ha_1,3
sky130_fd_sc_hd__a22o_2,2
sky130_fd_sc_hd__dfrtp_1,6
## what timing repair did
item                                    4_1_cts  5_1_grt
endpoints found under the setup margin        4        4
pin swaps                                     1        0
resized                                       2        2
buffers inserted                              1        0
## flip-flops by register name, indices dropped and copies added (netlist names)
name,flops
cnt,5
counting,1
## path summary, 6_finish.rpt
check | startpoint | to | slack [ns] | depth (start not counted)
hold reg to reg | cnt[2] | cnt[2] | 0.55 | 1
setup reg to reg | cnt[0] | cnt[3] | -0.07 | 6
max in group asynchronous | rstn | cnt[1] | 0.82 | 1
hold / removal | rstn | counting | 0.26 | 1
min in group clk0 | cnt[2] | cnt[2] | 0.55 | 1
setup / recovery | cnt[0] | cnt[3] | -0.07 | 6
## kinds of logic after synthesis
kind of cell | Yosys count | share of synthesized area [%]
buffers and inverters | 3 | 5.77
adder cells (fa/ha/maj) | 3 | 11.5
flip-flops | 6 | 46.2
AND/OR/NAND/NOR | 11 | 21.2
AND-OR/OR-AND | 7 | 15.4
## metrics by stage
step                      TNS, ns  instances  total power [W]  setup slack (ns)
after floorplan           -0.0921         30         0.000534           -0.0921
after global placement    -0.0659         83         0.000660           -0.0642
after detailed placement  -0.0928         83         0.000665           -0.0722
after CTS                 -0.0977         87         0.000852           -0.0817
after global routing       -0.405         87         0.000947            -0.156
final                     -0.0750         87         0.000849           -0.0750
## layout make-up
type / instances / area (sq um) / area share (%)
Clock buffer: 3 / 22.5 / 4.52
Inverter: 2 / 7.51 / 1.51
Sequential cell: 6 / 150 / 30.2
Tap cell: 46 / 57.6 / 11.6
Timing Repair Buffer: 9 / 73.8 / 14.8
Multi-Input combinational cell: 21 / 186 / 37.4
## power breakdown
part           leakage (nW)  internal [W]  switching [W]
Sequential           0.0715      0.000264      0.0000588
Combinational         0.118      0.000214       0.000148
Clock                0.0138      0.000104      0.0000605
## worst max-delay path: cells and delay by family, from the launching register on
| kind | cells | cell delay [ns] |
|---|---|---|
| adders and majority gates | 2 | 0.30 |
| DFF | 1 | 0.34 |
| AOI/OAI and AO/OA | 1 | 0.28 |
| and+or+nand+nor | 3 | 0.34 |
Power and IR drop assume default switching activity.
