==> flow/design.v <==
`timescale 1ns / 1ps
module mag_detect #(
    parameter int WIDTH = 25   
) (
    input  logic signed [WIDTH-1:0] in,      
    output logic [$clog2(WIDTH)-1:0] index  
);
    logic signed [WIDTH-1:0] di_val;
    assign di_val = in;
    assign index =
        (in == '0)  ? 0 :
        (in == -1)  ? 0 :
        !di_val[WIDTH-1] ? (
            (di_val[WIDTH-2]) ? (WIDTH - 2) :
            (di_val[WIDTH-3]) ? (WIDTH - 3) :
            (di_val[WIDTH-4]) ? (WIDTH - 4) :
            (di_val[WIDTH-5]) ? (WIDTH - 5) :
            (di_val[WIDTH-6]) ? (WIDTH - 6) :
            (di_val[WIDTH-7]) ? (WIDTH - 7) :
            (di_val[WIDTH-8]) ? (WIDTH - 8) :
            (di_val[WIDTH-9]) ? (WIDTH - 9) :
            (di_val[WIDTH-10]) ? (WIDTH - 10) :
            (di_val[WIDTH-11]) ? (WIDTH - 11) :
            (di_val[WIDTH-12]) ? (WIDTH - 12) :
            (di_val[WIDTH-13]) ? (WIDTH - 13) :
            (di_val[WIDTH-14]) ? (WIDTH - 14) :
            (di_val[WIDTH-15]) ? (WIDTH - 15) :
            (di_val[WIDTH-16]) ? (WIDTH - 16) :
            (di_val[WIDTH-17]) ? (WIDTH - 17) :
            (di_val[WIDTH-18]) ? (WIDTH - 18) :
            (di_val[WIDTH-19]) ? (WIDTH - 19) :
            (di_val[WIDTH-20]) ? (WIDTH - 20) :
            (di_val[WIDTH-21]) ? (WIDTH - 21) :
            (di_val[WIDTH-22]) ? (WIDTH - 22) :
            (di_val[WIDTH-23]) ? (WIDTH - 23) :
            (di_val[WIDTH-24]) ? (WIDTH - 24) :
            0
        ) :
        (
            (di_val[WIDTH-2] == 1'b0) ? (WIDTH - 2) :
            (di_val[WIDTH-3] == 1'b0) ? (WIDTH - 3) :
            (di_val[WIDTH-4] == 1'b0) ? (WIDTH - 4) :
            (di_val[WIDTH-5] == 1'b0) ? (WIDTH - 5) :
            (di_val[WIDTH-6] == 1'b0) ? (WIDTH - 6) :
            (di_val[WIDTH-7] == 1'b0) ? (WIDTH - 7) :
            (di_val[WIDTH-8] == 1'b0) ? (WIDTH - 8) :
            (di_val[WIDTH-9] == 1'b0) ? (WIDTH - 9) :
            (di_val[WIDTH-10] == 1'b0) ? (WIDTH - 10) :
            (di_val[WIDTH-11] == 1'b0) ? (WIDTH - 11) :
            (di_val[WIDTH-12] == 1'b0) ? (WIDTH - 12) :
            (di_val[WIDTH-13] == 1'b0) ? (WIDTH - 13) :
            (di_val[WIDTH-14] == 1'b0) ? (WIDTH - 14) :
            (di_val[WIDTH-15] == 1'b0) ? (WIDTH - 15) :
            (di_val[WIDTH-16] == 1'b0) ? (WIDTH - 16) :
            (di_val[WIDTH-17] == 1'b0) ? (WIDTH - 17) :
            (di_val[WIDTH-18] == 1'b0) ? (WIDTH - 18) :
            (di_val[WIDTH-19] == 1'b0) ? (WIDTH - 19) :
            (di_val[WIDTH-20] == 1'b0) ? (WIDTH - 20) :
            (di_val[WIDTH-21] == 1'b0) ? (WIDTH - 21) :
            (di_val[WIDTH-22] == 1'b0) ? (WIDTH - 22) :
            (di_val[WIDTH-23] == 1'b0) ? (WIDTH - 23) :
            (di_val[WIDTH-24] == 1'b0) ? (WIDTH - 24) :
            0
        );
endmodule
==> flow/run.sh <==
#!/bin/bash
# OpenROAD 26Q1-2900-gdf79404cd8, Yosys 0.63+post, stock flow scripts
make -C /OpenROAD-flow-scripts/flow DESIGN_CONFIG=/design/flow/config.mk WORK_HOME=/design/flow/orfs finish
==> flow/config.mk <==
export PLATFORM = sky130hd
export DESIGN_NAME = mag_detect
export DESIGN_NICKNAME = mag_detect
export VERILOG_FILES = /design/flow/design.v
export SDC_FILE = /design/flow/constraint.sdc
export NUM_CORES = 4
export LEC_CHECK = 1
export CORE_AREA = 10 10 70 70
export DIE_AREA = 0 0 80 80
==> flow/constraint.sdc <==
current_design mag_detect

set clk_period 2.5
set clk_io_pct 0.2

create_clock -name clk0 -period $clk_period

set non_clock_inputs [all_inputs -no_clocks]
set_input_delay [expr $clk_period * $clk_io_pct] -clock clk0 $non_clock_inputs
set_output_delay [expr $clk_period * $clk_io_pct] -clock clk0 [all_outputs]
==> job_summary.md <==
### Flow metrics

| Metric | Value |
|---|---|
| Status | finished clean |
| Met1 usage | 7.71% |
| Worst hold path class | input port to primary output |
| Post-route ant nets | 0 |
| Overflow after GRT | 0 |
| Vias | 834 |
| Max Fanout on Critical Path | 8 |
| Placement Rows | 21 |
| Final min period | 2.44 ns |
| Final Util | 30.2% |
| Max-slew headroom at the worst pin | 77.9% |
| Final Hold Fails | 0 |
| Wire per inst | 12.4 um |
| Dpl cell area | 962 sq um |
| Mapped Cells | 79 |
| Fp_density | 13.3% |
| Routing usage on met3 | 0.455% |
| Tool warnings | 35 |
| 1st-pass router iterations | 4 |
| Most area-hungry cell type in the Yosys netlist | o21ai_0 |
| PortBufs | 29 |
| Tot GR Track Use | 6.44% |
| Cell Pwr Density | 125 nW/um^2 |
| RSZ-0062 raised after global routing | yes |
| Yosys synthesis chip area | 454 sq um |
| Crit-path slowest cell | clkdlybuf4s50_1 |
| Cycle use final | 97.5% |
| CP Class | input port to primary output |
| Worst Setup Start Kind | input port |
| Synthesis-to-layout area growth | 127% |
| Worst-margin pin slew | 0.328 ns |
| N_diodes | 0 |
| Mean Syn Cell Area | 5.75 sq um |
| Layout cells sized above 1 | 34.1% |
| Fillers | 353 |
| Routed WL | 2170 um |
| Max Transition Viols Final | 0 |
| Initial DRC Count | 95 |
| Sequential Area | 0 sq um |
| Cell breakdown of the critical path | dlygate4sd2_1 -> nand2_1 -> nor2_1 -> and4_1 -> buf_4 -> nor2b_1 -> clkdlybuf4s50_1 |
| First-pass GRT wire length | 3550 um |
| Crit path largest cell delay | 0.46 ns |
| Vias/cell | 4.77 |
| Yosys warns | 0 |
| Post-synth top cells | 9 x nand2_1, 9 x o21ai_0, 6 x nor2_1 |
| Max-area cell share | 9.92% |
| Die W | 80 um |
| Vias in the first global route | 789 |
| Largest net degree at the start of global routing | 9 |
| Pleak | 0.440 nW |
| Hpwl dp | 1790 um |
| Max-cap violations | 0 |
| VDD IR max | 0.0278 mV |
| Initial antenna violation count | 0 |
| Setup TNS | 0 ns |
| Seq cells | 0 |
| CLK BUF | 0 |
| CP delay by family, top | buffers and inverters |
| Final setup viols | 0 |
| DIE HEIGHT | 80 um |
| Die ar. | 6400 sq um |
| Yosys cell count | 79 |
| Unique cell types | 33 |
| WP data arrival | 1.94 ns |
| Synth Seq Share | 0% |
| Gr busiest metal | met2 |
| Fin cells | 175 |
| Global placer's final weighted congestion | 0.849 |
| CP endpoint kind | primary output |
| Number of remaining DRC errors | 0 |
| Inst Count DP | 174 |
| Met2 GRT Util | 12.7% |
| Core Area | 3420 sq um |
| # IOs | 30 |
| Critical Path RT | 2.00 ns |
| Top area cell types | o21ai_0 9.9%, nand2_1 7.4%, a21oi_1 5.5% |
| Max frequency | 410 MHz |
| Crit path buf inv count | 3 |
| Synthesized cell area | 454 sq um |
| Hold buffers post-CTS | 0 |
| Final Cell Area | 1030 sq um |
-- worst min-delay path, cell delays in order --
cell and delay [ns]:
dlygate4sd2_1 0.23, buf_4 0.12, o32ai_1 0.06, buf_2 0.11
-- worst paths after layout --
check	start	endpoint	slack, ns	cells past startpoint
max	in[18]	index[4]	0.06	7
min	in[23]	index[0]	1.52	4
-- routing by layer --
metal / vias up / part of all wire [%] / wire length, um
li1: 428 / - / -
met1: 393 / 41 / 893
met2: 13 / 55 / 1190
met3: 0 / 4.1 / 89
met4: 0 / 0 / 0
met5: - / 0 / 0
-- what timing repair did --
item	4_1_cts	5_1_grt
setup buffers	1	0
pin swaps	10	4
gates resized	40	18
endpoints found under the setup margin	5	3
gates cloned	0	0
-- power by group --
part / total [mW] / internal (mW) / switching (mW)
logic: 0.129 / 0.0670 / 0.0621
registers: 0 / 0 / 0
clock network: 0 / 0 / 0
total: 0.129 / 0.0670 / 0.0621
-- metrics by stage --
| step | total power, mW | worst slack, ns | hold WS, ns |
|---|---|---|---|
| 4_1_cts | 0.122 | -0.00326 | 1.53 |
| 6_report | 0.129 | 0.0630 | 1.52 |
| 5_1_grt | 0.142 | -0.0130 | 1.55 |
| 3_5_place_dp | 0.127 | -0.477 | 2.10 |
| 2_1_floorplan | 0.0335 | 0.666 | 1.05 |
| 3_3_place_gp | 0.126 | -0.464 | 2.11 |
-- cells in the final DEF, fill, tap and decap left out, types with 2 or more instances in the layout --
cell | synthesis | layout
nor4_1 | 4 | 2
nor2_1 | 6 | 4
a41oi_1 | 2 | 2
o21ai_1 | 1 | 3
nor3_1 | 4 | 4
buf_2 | 0 | 3
a31oi_1 | 2 | 2
dlygate4sd2_1 | 0 | 17
clkdlybuf4s50_1 | 0 | 3
dlymetal6s2s_1 | 0 | 5
o21ai_0 | 9 | 6
buf_6 | 0 | 2
buf_4 | 0 | 22
nand3_1 | 4 | 4
nand4_1 | 4 | 4
nand2_1 | 9 | 9
nor4_2 | 0 | 2
a21oi_1 | 5 | 5
inv_1 | 5 | 5
-- cell type report --
class	count	area, sq um	share of cell area [%]
timing repair buffer	53	449	43.5
tap	46	57.6	5.58
multi-input combinational	71	507	49.1
inverter	5	18.8	1.82
-- cells by family (layout without fill, tap and decap cells) --
kind of cell	count (synthesis)	after routing	synth area share, %
simple gates	39	39	45.5
buf+inv	8	58	6.89
compound gates	32	32	47.7
No activity file was given, so power comes from the tool's default toggle rates.
