[design/flow/config.mk]
export PLATFORM = sky130hd
export DESIGN_NAME = counter_v2
export DESIGN_NICKNAME = counter_v2
export VERILOG_FILES = /design/flow/design.v
export SDC_FILE = /design/flow/constraint.sdc
export NUM_CORES = 4
export LEC_CHECK = 1
export CORE_AREA = 10 10 70 70
export DIE_AREA = 0 0 80 80
[design/flow/constraint.sdc]
current_design counter_v2

set clk_period 1.5
set clk_io_pct 0.2

create_clock -name clk0 -period $clk_period [get_ports {clk}]

set non_clock_inputs [all_inputs -no_clocks]
set_input_delay [expr $clk_period * $clk_io_pct] -clock clk0 $non_clock_inputs
set_output_delay [expr $clk_period * $clk_io_pct] -clock clk0 [all_outputs]
[design/flow/design.v]
`timescale 1ns / 1ps
module counter_v2 #(
    parameter int COUNT_MAX_VAL = 16,  
    parameter int DIV_RATIO = 4  
) (
    input logic clk,
    input logic rstn,
    input  logic en,              
    output logic out_pulse   
);
    logic [$clog2(COUNT_MAX_VAL)-1:0] count;
    always_ff @(posedge clk or negedge rstn) begin
        if (!rstn) begin   
            count <= '0;   
        end else if (en) begin   
            if (count == COUNT_MAX_VAL - 1) begin
                count <= '0;  
            end else begin
                count <= count + 1;   
            end
        end
    end
    assign out_pulse = ((count / DIV_RATIO) % 2 == 1'b1) ? 1'b1 : 1'b0;
endmodule
[design/flow/run.sh]
#!/bin/bash
# OpenROAD 26Q1-2900-gdf79404cd8, Yosys 0.63+post, stock flow scripts
make -C /OpenROAD-flow-scripts/flow DESIGN_CONFIG=/design/flow/config.mk WORK_HOME=/design/flow/orfs finish
==> changes_impl.md <==
### Implementation results

- Die area: about 6400 um^2
- Reg with most FFs: count
- Drt total wl: about 420 um
- Mapped Cells: 17
- Vias in the first global route: approximately 160
- Initial DRT Pass Iterations: 4
- Drt via density: 2.203
- CP bufs+invs: 1
- Sink Count: 4
- Share of layout cells above drive strength 1: 21.74%
- Final Instance Area: 291.5 um^2
- Maxcap violations: 0
- Largest fanout on the critical path: 5
- H-tree depth: 1
- RSZ-0062 raised after global routing: false
- Data arrival, critical path: between 1000 and 1500 ps
- Maximum buffer depth of the clock tree: 2
- CTS tree: built
- Cell Type Count: 11
- Critical Path Sink Type: output pin
- DP Cell Count: 66
- Maximum VDD drop: 0.7811 mV
- GP Congestion: 0.7325
- Placed inst area: 267.8 um^2
- CP Class: flip-flop to output pin
- Largest stage delay, worst path: about 480 ps
- Slowest CP cell: clkdlybuf4s50_1
- Final global-route overflow total: 0
- Tally of OpenROAD warnings: 25
- Wire per inst: 6.043 um
- Setup TNS: 0 ps
- DR iter-0 viols: 9
- CTS root buffer: clkbuf_4
- Post-layout util: under 10%
- Final min period: 1404 ps
- CP required: roughly 1200 ps
- Crit share post-route: a little over nine tenths
- Overall Global Routing Usage: under 10%
- Core area: between 3000 and 4000 um^2
- Clock buffer count from CTS: 3
- Top cells by area: dfrtp_1 (56%), ha_1 (6.9%), mux2_2 (6.3%)
- DR vias: approximately 150
- Final setup fails: 0
- ANT cells: 0
- Worst-Margin Slew: slightly above 200 ps
- Slew headroom: ~86%
- Die H: approximately 80 um
- Row count: 21
- Setup Fix Bufs, Post-CTS: 0
- Initial antenna violation count: 0
- Max-area cell share: 55.56%
- Run status: complete, no violations
- Top Registers: count (4)
- Yosys Instances: 17
- Pin count of the biggest net entering global routing: 7
- Crit-path cells: clkdlybuf4s50_1
- Hold crit path type: input port to async pin
- Dominant logic cell types in the final layout: clkbuf_4 (3), dfrtp_1 (3), clkdlybuf4s50_1 (3)
- Synth Seq Share: a little under three fifths
- Total I/O pin count: 4
- Max FFs per register: 4
- Max Clock Freq: approximately 700 MHz
- Die X: around 80 um
- Initial core utilization: approximately 5.3%
- Top delay family on crit path: buffers and inverters
- Synthesis Warnings: 1
- Latency at later pin: around 240 ps
- Pins Over Slew Limit: 0
- Mean Syn Cell Area: between 10 and 15 um^2
- Top cell type by total area after synthesis: dfrtp_1
- Hold Vio Cnt, Final: 0
- Final Instance Count excl. Fillers: around 70
- YS chip area: 180.2 um^2
- Post-Syn Area: 180.2 um^2
- Final ANT Viol Nets: 0
- WHS: around 270 ps
- DRC viols: 0
- Worst-path clk slew: about 40 ps
- PD cells: between 1500 and 2000 nW/um^2
- Static leakage: ~0.1 nW
- Worst Clk Skew: around 5.4 ps
- Port Buffers: 3
- Global-route wire length before repair: between 600 and 700 um
- Synthesized registers: 4
- Synthesis-to-layout area growth: 61.81%
- Worst Setup Start Kind: flip-flop
[layout make-up]
| type | count | area [um^2] |
|---|---|---|
| clock buffer | 3 | 22.52 |
| fill | 406 | 3124 |
| inverter | 1 | 3.754 |
| multi-input combinational | 12 | 76.32 |
| sequential | 4 | 101.3 |
| tap | 46 | 57.56 |
| timing repair buffer | 3 | 30.03 |
[cells by family after synthesis]
kind of cell               after synthesis  share of synthesized area, %
adders and majority gates                1                         6.943
muxes                                    1                         6.250
DFF                                      4                         55.56
xor gates and xnor gates                 1                         4.862
AOI/OAI and AO/OA                        4                         11.11
buffers and inverters                    1                         2.081
and+or+nand+nor                          5                         13.20
[cell usage after synthesis]
master   instances
dfrtp_1          4
nand2_1          2
nand3_1          2
o21ai_1          2
a21oi_1          1
ha_1             1
inv_1            1
mux2_2           1
nand4_1          1
o21ai_0          1
xnor2_1          1
[worst paths after layout]
path	to	start	cells after the start	slack [ps]
worst max-delay path	out_pulse	count[2]	1	100
worst min-delay path	count[0]	rstn	1	270
worst max register to register	count[1]	count[0]	2	420
worst min register to register	count[3]	count[3]	1	480
max in group asynchronous	count[2]	rstn	1	1040
min in group clk0	count[3]	count[3]	1	480
[stage by stage]
stage               setup WS (ps)  total power (W)
global placement            186.2        0.0003196
CTS                         40.03        0.0004694
detailed placement          143.8        0.0003313
global route                36.84        0.0005099
finish                      95.85        0.0004663
floorplan                   465.5        0.0002714
[timing repair]
action	4_1_cts	5_1_grt
gates resized	0	1
endpoints found under the hold margin	0	0
setup endpoints to repair	0	1
hold buffers	0	0
[power breakdown]
group | switching, W | internal (W)
registers | 0.0000517 | 0.000158
clock network | 0.0000418 | 0.0000893
logic | 0.0000471 | 0.0000780
[metal layers]
metal	GRT usage [%]	vias to the layer above	wire (um)
li1	-	74	-
met1	1.668	64	196
met2	1.445	12	137
met3	1.705	2	75
met4	0.5282	0	8
met5	0	-	0
Power is estimated from default activity; no workload was simulated.
