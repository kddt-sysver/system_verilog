### ./run.sh
#!/bin/bash
# OpenROAD 26Q1-2900-gdf79404cd8, Yosys 0.63+post, stock flow scripts
make -C /OpenROAD-flow-scripts/flow DESIGN_CONFIG=/design/flow/config.mk WORK_HOME=/design/flow/orfs finish
### ./design.v
module twd1_64 (
    input logic [8:0] rom_address_in,  
    output logic signed [8:0] twf_re_out,
    output logic signed [8:0] twf_im_out
);
    parameter int DATA_WIDTH = 9;   
    parameter int ROM_DEPTH = 64;   
    logic signed [DATA_WIDTH-1:0] twf_m1_re_rom[ROM_DEPTH-1:0];
    logic signed [DATA_WIDTH-1:0] twf_m1_im_rom[ROM_DEPTH-1:0];
    assign twf_re_out = twf_m1_re_rom[rom_address_in];
    assign twf_im_out = twf_m1_im_rom[rom_address_in];
    assign twf_m1_re_rom[0] = 128;
    assign twf_m1_im_rom[0] = 0;
    assign twf_m1_re_rom[1] = 128;
    assign twf_m1_im_rom[1] = 0;
    assign twf_m1_re_rom[2] = 128;
    assign twf_m1_im_rom[2] = 0;
    assign twf_m1_re_rom[3] = 128;
    assign twf_m1_im_rom[3] = 0;
    assign twf_m1_re_rom[4] = 128;
    assign twf_m1_im_rom[4] = 0;
    assign twf_m1_re_rom[5] = 128;
    assign twf_m1_im_rom[5] = 0;
    assign twf_m1_re_rom[6] = 128;
    assign twf_m1_im_rom[6] = 0;
    assign twf_m1_re_rom[7] = 128;
    assign twf_m1_im_rom[7] = 0;
    assign twf_m1_re_rom[8] = 128;
    assign twf_m1_im_rom[8] = 0;
    assign twf_m1_re_rom[9] = 118;
    assign twf_m1_im_rom[9] = -49;
    assign twf_m1_re_rom[10] = 91;
    assign twf_m1_im_rom[10] = -91;
    assign twf_m1_re_rom[11] = 49;
    assign twf_m1_im_rom[11] = -118;
    assign twf_m1_re_rom[12] = 0;
    assign twf_m1_im_rom[12] = -128;
    assign twf_m1_re_rom[13] = -49;
    assign twf_m1_im_rom[13] = -118;
    assign twf_m1_re_rom[14] = -91;
    assign twf_m1_im_rom[14] = -91;
    assign twf_m1_re_rom[15] = -118;
    assign twf_m1_im_rom[15] = -49;
    assign twf_m1_re_rom[16] = 128;
    assign twf_m1_im_rom[16] = 0;
    assign twf_m1_re_rom[17] = 126;
    assign twf_m1_im_rom[17] = -25;
    assign twf_m1_re_rom[18] = 118;
    assign twf_m1_im_rom[18] = -49;
    assign twf_m1_re_rom[19] = 106;
    assign twf_m1_im_rom[19] = -71;
    assign twf_m1_re_rom[20] = 91;
    assign twf_m1_im_rom[20] = -91;
    assign twf_m1_re_rom[21] = 71;
    assign twf_m1_im_rom[21] = -106;
    assign twf_m1_re_rom[22] = 49;
    assign twf_m1_im_rom[22] = -118;
    assign twf_m1_re_rom[23] = 25;
    assign twf_m1_im_rom[23] = -126;
    assign twf_m1_re_rom[24] = 128;
    assign twf_m1_im_rom[24] = 0;
    assign twf_m1_re_rom[25] = 106;
    assign twf_m1_im_rom[25] = -71;
    assign twf_m1_re_rom[26] = 49;
    assign twf_m1_im_rom[26] = -118;
    assign twf_m1_re_rom[27] = -25;
    assign twf_m1_im_rom[27] = -126;
    assign twf_m1_re_rom[28] = -91;
    assign twf_m1_im_rom[28] = -91;
    assign twf_m1_re_rom[29] = -126;
    assign twf_m1_im_rom[29] = -25;
    assign twf_m1_re_rom[30] = -118;
    assign twf_m1_im_rom[30] = 49;
    assign twf_m1_re_rom[31] = -71;
    assign twf_m1_im_rom[31] = 106;
    assign twf_m1_re_rom[32] = 128;
    assign twf_m1_im_rom[32] = 0;
    assign twf_m1_re_rom[33] = 127;
    assign twf_m1_im_rom[33] = -13;
    assign twf_m1_re_rom[34] = 126;
    assign twf_m1_im_rom[34] = -25;
    assign twf_m1_re_rom[35] = 122;
    assign twf_m1_im_rom[35] = -37;
    assign twf_m1_re_rom[36] = 118;
    assign twf_m1_im_rom[36] = -49;
    assign twf_m1_re_rom[37] = 113;
    assign twf_m1_im_rom[37] = -60;
    assign twf_m1_re_rom[38] = 106;
    assign twf_m1_im_rom[38] = -71;
    assign twf_m1_re_rom[39] = 99;
    assign twf_m1_im_rom[39] = -81;
    assign twf_m1_re_rom[40] = 128;
    assign twf_m1_im_rom[40] = 0;
    assign twf_m1_re_rom[41] = 113;
    assign twf_m1_im_rom[41] = -60;
    assign twf_m1_re_rom[42] = 71;
    assign twf_m1_im_rom[42] = -106;
    assign twf_m1_re_rom[43] = 13;
    assign twf_m1_im_rom[43] = -127;
    assign twf_m1_re_rom[44] = -49;
    assign twf_m1_im_rom[44] = -118;
    assign twf_m1_re_rom[45] = -99;
    assign twf_m1_im_rom[45] = -81;
    assign twf_m1_re_rom[46] = -126;
    assign twf_m1_im_rom[46] = -25;
    assign twf_m1_re_rom[47] = -122;
    assign twf_m1_im_rom[47] = 37;
    assign twf_m1_re_rom[48] = 128;
    assign twf_m1_im_rom[48] = 0;
    assign twf_m1_re_rom[49] = 122;
    assign twf_m1_im_rom[49] = -37;
    assign twf_m1_re_rom[50] = 106;
    assign twf_m1_im_rom[50] = -71;
    assign twf_m1_re_rom[51] = 81;
    assign twf_m1_im_rom[51] = -99;
    assign twf_m1_re_rom[52] = 49;
    assign twf_m1_im_rom[52] = -118;
    assign twf_m1_re_rom[53] = 13;
    assign twf_m1_im_rom[53] = -127;
    assign twf_m1_re_rom[54] = -25;
    assign twf_m1_im_rom[54] = -126;
    assign twf_m1_re_rom[55] = -60;
    assign twf_m1_im_rom[55] = -113;
    assign twf_m1_re_rom[56] = 128;
    assign twf_m1_im_rom[56] = 0;
    assign twf_m1_re_rom[57] = 99;
    assign twf_m1_im_rom[57] = -81;
    assign twf_m1_re_rom[58] = 25;
    assign twf_m1_im_rom[58] = -126;
    assign twf_m1_re_rom[59] = -60;
    assign twf_m1_im_rom[59] = -113;
    assign twf_m1_re_rom[60] = -118;
    assign twf_m1_im_rom[60] = -49;
    assign twf_m1_re_rom[61] = -122;
    assign twf_m1_im_rom[61] = 37;
    assign twf_m1_re_rom[62] = -71;
    assign twf_m1_im_rom[62] = 106;
    assign twf_m1_re_rom[63] = 13;
    assign twf_m1_im_rom[63] = 127;
endmodule
### ./constraint.sdc
current_design twd1_64

set clk_period 2.7
set clk_io_pct 0.2

create_clock -name clk0 -period $clk_period

set non_clock_inputs [all_inputs -no_clocks]
set_input_delay [expr $clk_period * $clk_io_pct] -clock clk0 $non_clock_inputs
set_output_delay [expr $clk_period * $clk_io_pct] -clock clk0 [all_outputs]
### ./config.mk
export PLATFORM = sky130hd
export DESIGN_NAME = twd1_64
export DESIGN_NICKNAME = twd1_64
export VERILOG_FILES = /design/flow/design.v
export SDC_FILE = /design/flow/constraint.sdc
export NUM_CORES = 4
export LEC_CHECK = 1
export CORE_AREA = 10 10 86 86
export DIE_AREA = 0 0 96 96
==> flow_metrics.env <==
# source this file to load flow results
export IMPL_syn2layout_area_growth_pct=73.3
export IMPL_chipArea_um2=9220
export IMPL_grt_pass1_vias=2201
export IMPL_io_pins=27
export IMPL_maxSlewViolCount=0
export IMPL_rsz0062_at_grt="true"
export IMPL_chipHeight_um=96
export IMPL_ys_area_um2=1560
export IMPL_clkPwrFrac=0
export IMPL_netlist_area_um2=1560
export IMPL_coreArea_um2=5540
export IMPL_path_class="in2out"
export IMPL_crit_chain="buf_6, buf_12, or3b_4, a21boi_0, o22ai_1, a221o_1, clkdlybuf4s50_1"
export IMPL_seq_area_um2=0
export IMPL_num_vias=2448
export IMPL_overflow=0
export IMPL_start_kind="input pin"
export IMPL_top_cells_by_area="a21oi_1, buf_6, buf_2"
export IMPL_tightest_slew_ns=0.506
export IMPL_seq_cells=0
export IMPL_layout_min_cycle_time_ns=2.68
export IMPL_hold_viol=0
export IMPL_port_buffers=24
export IMPL_place_area_um2=2220
export IMPL_internal_power_w=0.000257
export IMPL_syn_inst=245
export IMPL_finalWeightedCongestion=0.991
export IMPL_drc=0
export IMPL_grt_util_all_layers=0.151
export IMPL_setup_violations=0
export IMPL_cp_num_buf_inv=3
export IMPL_warning_count=36
export IMPL_wl_met2_um=3370
export IMPL_arrival_ns=2.14
export IMPL_via_per_inst=6.21
export IMPL_synth_cell_type_count=61
export IMPL_largest_area_cell="a21oi_1"
export IMPL_yosys_stat_cells=245
export IMPL_drive_above_1_share=0.429
export IMPL_drt_iter0_drc=369
export IMPL_status="finished clean"
export IMPL_antenna_found_initial=0
export IMPL_fillers=509
export IMPL_hold_slack_ns=1.59
export IMPL_hold_class="in2out"
export IMPL_max_freq_mhz=373
export IMPL_power_frac_comb=1.000
export IMPL_yosysTopAreaCellShare=0.0900
export IMPL_crit_fanout=9
export IMPL_fin_area_um2=2700
export IMPL_routed_top_layer="met4"
export IMPL_ir_drop_uv=96.3
export IMPL_yosysWarnings=3
export IMPL_antenna_cells=0
export IMPL_switching_share=0.463
export IMPL_routed_wl_met3_um=885
export IMPL_critPathCaptureType="output pin"
export IMPL_dpl_hpwl_um=4480
export IMPL_final_period_utilization=0.992
export IMPL_p_per_area_nw_per_um2=178
export IMPL_routedLengthMet1_um=3040
export IMPL_crit_required_ns=2.16
export IMPL_slowest_stage="clkdlybuf4s50_1"
export IMPL_max_cap_viol_count=0
export IMPL_seqPwrFrac=0
export IMPL_wl_um=7510
export IMPL_dp_cells=376
export IMPL_die_w_um=96
export IMPL_max_slew_margin=0.660
export IMPL_first_pass_iters=5
export IMPL_grt_pass1_wl_um=11400
export IMPL_p_sw_w=0.000222
export IMPL_comb_area_um2=1480
export IMPL_wl_per_cell_um=19.1
export IMPL_floorplan_core_util=0.281
export IMPL_p_leak_nw=1.20
export IMPL_cpLargestDelayFamily="buffers and inverters"
export IMPL_syn_area_per_cell_um2=6.36
export IMPL_clkbuf_count=0
export IMPL_cpPeakStageDelay_ns=0.47
export IMPL_grt_start_max_net_pins=19
export IMPL_drtAntennaViolNets=0
export IMPL_std_cell_rows=27
export IMPL_yosysSeqAreaShare=0
export IMPL_stdcell_count=394
==> per-stage QoR <==
stage	worst slack, ns	total power, W	utilization	TNS (ns)
after floorplan	0.626	0.000209	-	0
after CTS	0.00271	0.000448	0.465	0
final	0.0207	0.000480	0.487	0
after detailed placement	-0.492	0.000390	0.402	-7.32
after global placement	-0.483	0.000389	0.402	-7.24
after global routing	-0.0313	0.000510	0.487	-0.0313
==> cell type report <==
| class | count | area share |
|---|---|---|
| multi-input cells | 204 | 0.547 |
| inverters | 5 | 0.0111 |
| well taps | 72 | 0.0334 |
| repair buffers | 113 | 0.408 |
==> tightest hold or removal path, stage by stage <==
cell            delay, ns
buf_6                0.11
buf_16               0.14
o221ai_1             0.12
dlymetal6s2s_1       0.14
==> power by group through the flow <==
| stage | Combinational, W | Clock, W | Sequential, W |
|---|---|---|---|
| CTS | 0.000448 | 0 | 0 |
| global route | 0.000510 | 0 | 0 |
| finish | 0.000480 | 0 | 0 |
==> what timing repair did <==
action / 4_1_cts / 5_1_grt
pin swaps: 16 / 17
hold endpoints to repair: 0 / 0
gates cloned: 5 / 0
setup buffers: 11 / 3
hold buffers: 0 / 0
endpoints found under the setup margin: 18 / 13
gates resized: 66 / 30
==> path summary, 6_finish.rpt <==
kind	startpoint	endpoint	slack (ns)	depth (start not counted)
worst max-delay path	rom_address_in[3]	twf_re_out[1]	0.02	7
worst min-delay path	rom_address_in[3]	twf_re_out[6]	1.59	4
==> Yosys cell counts, types with 5 or more instances <==
master    number
a21oi_1       28
nor2_1        15
clkbuf_1       5
nor3_1         6
nor2b_1        9
o211ai_1       5
o21ai_1        6
buf_4          8
nand2_1       20
nand2b_1       7
a211oi_1       5
and3_1         5
o21ai_0        9
o22ai_1        7
nand3_1        7
buf_6          7
buf_2         15
==> cells in the final DEF (no fill, tap or decap), types with 3 or more instances in the layout <==
cell type        count
buf_2                3
nand2_1             19
clkdlybuf4s50_1      4
buf_4               72
nor3_1               6
dlygate4sd2_1        8
nor4bb_1             4
nor2_1              11
o22ai_1              7
and3_1               4
o211ai_1             5
o221ai_1             3
nand2b_1             4
a21oi_1             26
buf_12               4
a21o_1               3
dlymetal6s2s_1       6
a2bb2oi_1            3
o21ai_0              6
a211o_1              4
o21ai_1              7
nor2b_1              6
a221o_1              4
a211oi_2             5
nor3b_1              3
buf_6               11
bufbuf_16            4
nand3_1              7
a22oi_1              3
==> cell families after synthesis <==
| kind of cell | count (synthesis) | synth area share |
|---|---|---|
| simple gates | 94 | 0.337 |
| compound gates | 106 | 0.475 |
| buf+inv | 41 | 0.164 |
| xor+xnor | 1 | 0.00562 |
| mux | 3 | 0.0193 |
==> layer usage <==
layer  up-vias  track usage
li1       1107            -
met5         -            0
met4         0       0.0332
met3        36       0.0228
met1      1099        0.214
met2       206        0.234
Power is estimated from default activity; no workload was simulated.
