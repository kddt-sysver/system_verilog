**/design/flow/config.mk**
```make
export PLATFORM = sky130hd
export DESIGN_NAME = counter_v4
export DESIGN_NICKNAME = counter_v4
export VERILOG_FILES = /design/flow/design.v
export SDC_FILE = /design/flow/constraint.sdc
export NUM_CORES = 4
export LEC_CHECK = 1
export CORE_AREA = 10 10 70 70
export DIE_AREA = 0 0 80 80
```
**/design/flow/constraint.sdc**
```tcl
current_design counter_v4

set clk_period 1.2
set clk_io_pct 0.2

create_clock -name clk0 -period $clk_period [get_ports {clk}]

set non_clock_inputs [all_inputs -no_clocks]
set_input_delay [expr $clk_period * $clk_io_pct] -clock clk0 $non_clock_inputs
set_output_delay [expr $clk_period * $clk_io_pct] -clock clk0 [all_outputs]
```
**/design/flow/design.v**
```verilog
`timescale 1ns / 1ps
module counter_v4 #(
    parameter int PULSE_CYCLES = 32   
)(
    input  logic clk,
    input  logic rstn,
    input  logic en,                 
    output logic out_pulse           
);
    localparam int CNT_WIDTH = $clog2(PULSE_CYCLES);
    logic [CNT_WIDTH-1:0] cnt;
    logic counting;
    always_ff @(posedge clk or negedge rstn) begin
        if (!rstn) begin
            cnt      <= 0;
            counting <= 0;
        end else begin
            if (en && !counting) begin
                counting <= 1;
                cnt      <= 0;
            end else if (counting) begin
                if (cnt == PULSE_CYCLES - 1) begin
                    counting <= 0;
                    cnt      <= 0;
                end else begin
                    cnt <= cnt + 1;
                end
            end
        end
    end
    assign out_pulse = en || counting;
endmodule
```
**/design/flow/run.sh**
```bash
#!/bin/bash
# OpenROAD 26Q1-2900-gdf79404cd8, Yosys 0.63+post, stock flow scripts
make -C /OpenROAD-flow-scripts/flow DESIGN_CONFIG=/design/flow/config.mk WORK_HOME=/design/flow/orfs finish
```
==> flow_metrics.tcl <==
# flow metrics
set metrics [dict create \
    logic_area_um2 180 \
    worst_path_largest_cell_delay_ns 0.34 \
    place_area_um2 485 \
    gp_congestion 0.786 \
    mux_share_pct 0 \
    die-area_um2 6400 \
    grt_max_degree 7 \
    pwr-share-comb_pct 48.4 \
    dr.pass1.iters 2 \
    grt_pass1_vias 251 \
    yosysChipArea_um2 303 \
    grt_usage_pct 2.27 \
    finalHoldViolations 0 \
    synth_cell_type_count 15 \
    endpoint "cnt[3]" \
    pre_cts_ws_ns -0.340 \
    swShare_pct 30.7 \
    synth_warnings 1 \
    area_growth_pct 75.6 \
    cts_sinks 6 \
    worst_pin_slew_ns 0.285 \
    wl_per_cell_um 7.74 \
    antenna_left 0 \
    setup_viol 5 \
    routed_wl_um 704 \
    design_area_um2 532 \
    dr_total_vias 276 \
    fp_util_pct 8.86 \
    p_per_area_nw_per_um2 1950 \
    adder_share_pct 12.4 \
    synth_area_leader_cell "dfrtp_1" \
    io_buffer_count 3 \
    reg2reg_from "cnt[1]" \
    drv_cap 0 \
    logic_family "AND-OR/OR-AND gates" \
    ir_drop_mv 0.386 \
    yosys.area_share.aoi_pct 18.2 \
    tool_warnings 29 \
    start_kind "flip-flop" \
    r2r_cells 6 \
    critPathKind "reg2reg" \
    topCellsByArea "dfrtp_1 (50%), ha_1 (12%), a22o_2 (6.6%), nand2b_1 (6.2%), inv_1 (3.7%)" \
    required_ns 1.33 \
    rrSetupSlack_ns -0.19 \
    clockBufferDepth 2 \
    wl_met1_um 353 \
    avgSynthCellArea_um2 10.8 \
    rsz0062_at_grt "true" \
    clockPowerShare_pct 17.8 \
    htreeDepth 1 \
    failed_checks "negative setup slack" \
    clk_pin_slew_ns 0.04 \
    hold_class "in2async" \
    path_cells "ha_2, and3_4, ha_4, nand2b_4, nor2_1, a221o_1" \
    dp_hpwl_um 476 \
    die_x_um 80 \
    synthXorXnorAreaFrac_pct 0 \
    top_area_share_pct 49.6 \
    core.rowCount 21 \
    reg2reg_to "cnt[3]" \
    viasPerCell 3.03 \
    p_int_w 0.000720 \
    ys_sh_simple_pct 16.1 \
    cts_tree "built" \
    die_h_um 80 \
    ioPinCount 4 \
    cts-root-buf "clkbuf_4" \
    critPathArrivalTime_ns 1.51 \
    wl_met2_um 280 \
    n_antenna_cell 0 \
    route.detailed.drc 0 \
    grt_first_pass_wirelength_um 1170 \
    clkLatencyLatePin_ns 0.24 \
    top_layer "met4" \
    dpl.cell_count 86 \
    worst_slack_ns -0.186 \
    critPathCaptureType "flip-flop" \
    num-fill-cells 395 \
    core_um2 3420 \
    numCtsBuffers 3 \
    ys_cells 28 \
    route.met3.wl_um 27 \
    netlist_instances 28 \
    antenna_found_initial 0 \
    drt-initial-drc-count 13 \
    fin_cells 91 \
    setup.worst_path.start "cnt[1]" \
    crit_fanout 3 \
    slowest_stage "dfrtp_1" \
    report.final.slew_viol_count 0 \
    syn_area_um2 303 \
    drive_gt1_share_pct 53.3 \
    finalCritPeriodShare_pct 116 \
    status "complete, but fails checks" \
    ys_ff 6 \
    power_frac_seq_pct 33.8 \
    fmax_ghz 0.721 \
    regArea_um2 150 \
    cellLeakagePower_nw 0.231 \
    finClkSkew_ns 0.00191 \
    overflow 0 \
    ys_seq_share_pct 49.6 \
    p_sw_w 0.000319 \
    min_period_ns 1.39 \
    max-slew-margin-rel_pct 81.0 \
]
[state kept, by name, indices dropped and copies added, names as in the netlist]
signal,count
counting,1
cnt,5
[metrics by stage]
| stage | hold slack, ns | total power (W) | setup TNS, ns | util (%) |
|---|---|---|---|---|
| 2_1_floorplan | -0.0556 | 0.000591 | -0.559 | - |
| 3_3_place_gp | 0.507 | 0.000787 | -1.10 | 14.2 |
| 3_5_place_dp | 0.509 | 0.000797 | -1.17 | 14.2 |
| 4_1_cts | 0.247 | 0.00102 | -0.602 | 15.5 |
| 5_1_grt | 0.251 | 0.00114 | -0.867 | 15.6 |
| 6_report | 0.242 | 0.00104 | -0.591 | 15.6 |
[repair_timing]
item                                   in CTS  in global routing
setup endpoints to repair                   6                  6
buffers inserted                            1                  1
hold buffers                                0                  0
endpoints found under the hold margin       0                  0
gates resized                               8                  1
pin swaps                                   5                  1
[synth_stat cells]
cell type,count
nor3_1,1
o21ai_0,2
nand2b_1,3
nor2_2,1
nand2_1,1
ha_1,3
o22ai_1,1
dfrtp_1,6
nand3_1,1
a221o_1,1
o2bb2ai_1,1
and3_1,1
nor2_1,1
a22o_2,2
inv_1,3
[how the worst min path moves through the flow]
stage	start	end	cells after the start	slack [ns]
after CTS	rstn	cnt[3]	1	0.25
after global routing	rstn	cnt[3]	1	0.25
final	rstn	cnt[3]	1	0.24
[metal layers]
layer	vias up	global-route usage (%)
li1	135	-
met1	130	3.35
met2	6	2.73
met3	5	0.795
met4	0	1.23
met5	-	0
[critical path: cells and delay by family, from the launching register on]
family / cells / cell delay, ns
AND/OR/NAND/NOR: 3 / 0.35
flip-flops: 1 / 0.34
adder cells (fa/ha/maj): 2 / 0.30
AND-OR/OR-AND: 1 / 0.28
[final cells by class]
class	instances	area share, %
multi-input cells	19	33.9
repair buffers	14	20.7
well taps	46	10.8
flip-flops and latches	6	28.2
inverters	3	2.12
clock buffers	3	4.24
[cells in the final DEF, fill, tap and decap left out]
| master | count |
|---|---|
| nor2_1 | 1 |
| and3_4 | 1 |
| nand2b_4 | 2 |
| ha_2 | 1 |
| o2bb2ai_1 | 1 |
| a221o_1 | 1 |
| o22ai_1 | 1 |
| nor2_2 | 1 |
| ha_1 | 1 |
| buf_6 | 1 |
| o21ai_1 | 1 |
| dfrtp_1 | 6 |
| nor3_1 | 1 |
| buf_4 | 10 |
| clkbuf_4 | 3 |
| o21ai_2 | 1 |
| inv_1 | 3 |
| ha_4 | 1 |
| nand2b_1 | 1 |
| a22o_2 | 2 |
| clkbuf_2 | 1 |
| clkdlybuf4s50_1 | 1 |
| nand3_1 | 1 |
| dlygate4sd2_1 | 1 |
| nand2_1 | 1 |
[power by group through the flow]
stage / combinational, W / clock (W) / sequential (W)
final: 0.000503 / 0.000185 / 0.000352
after global routing: 0.000560 / 0.000216 / 0.000365
after CTS: 0.000479 / 0.000194 / 0.000351
[cells by family after synthesis]
family / Yosys count
adders and majority gates: 3
and+or+nand+nor: 9
buffers and inverters: 3
AOI/OAI and AO/OA: 7
DFF: 6
No activity file was given, so power comes from the tool's default toggle rates.
